File: run.sh
#!/bin/bash
# OpenROAD 26Q1-2900-gdf79404cd8, Yosys 0.63+post, stock flow scripts
make -C /OpenROAD-flow-scripts/flow DESIGN_CONFIG=/design/flow/config.mk WORK_HOME=/design/flow/orfs finish
File: config.mk
export PLATFORM = sky130hd
export DESIGN_NAME = mux4
export DESIGN_NICKNAME = mux4
export VERILOG_FILES = /design/flow/design.v
export SDC_FILE = /design/flow/constraint.sdc
export NUM_CORES = 4
export LEC_CHECK = 1
export CORE_AREA = 10 10 70 70
export DIE_AREA = 0 0 80 80
File: constraint.sdc
current_design mux4

set clk_period 1.0
set clk_io_pct 0.2

create_clock -name clk0 -period $clk_period

set non_clock_inputs [all_inputs -no_clocks]
set_input_delay [expr $clk_period * $clk_io_pct] -clock clk0 $non_clock_inputs
set_output_delay [expr $clk_period * $clk_io_pct] -clock clk0 [all_outputs]
File: design.v
package lc3b_types;
typedef logic [127:0] lc3b_line;  
typedef logic [8:0]	 lc3b_tag;
typedef logic [3:0]	 lc3b_c_offset;
typedef logic [2:0]	 lc3b_c_index;
typedef logic [15:0] lc3b_word;
typedef logic  [7:0] lc3b_byte;
typedef logic	lc3b_bit;
typedef logic [10:0] lc3b_offset11;
typedef logic  [8:0] lc3b_offset9;
typedef logic  [5:0] lc3b_offset6;
typedef logic	[7:0] lc3b_trap8;
typedef logic	[4:0]	lc3b_imm5;
typedef logic	[3:0] lc3b_imm4;
typedef logic  [2:0] lc3b_reg;
typedef logic [2:0] lc3b_nzp;
typedef logic  [1:0] lc3b_mem_wmask;
typedef enum bit [3:0] {
    op_add  = 4'b0001,
    op_and  = 4'b0101,
    op_br   = 4'b0000,
    op_jmp  = 4'b1100,    
    op_jsr  = 4'b0100,    
    op_ldb  = 4'b0010,
    op_ldi  = 4'b1010,
    op_ldr  = 4'b0110,
    op_lea  = 4'b1110,
    op_not  = 4'b1001,
    op_rti  = 4'b1000,
    op_shf  = 4'b1101,
    op_stb  = 4'b0011,
    op_sti  = 4'b1011,
    op_str  = 4'b0111,
    op_trap = 4'b1111
} lc3b_opcode;
typedef enum bit [3:0] {
    alu_add,
    alu_and,
    alu_not,
    alu_pass,
    alu_sll,
    alu_srl,
    alu_sra
} lc3b_aluop;
endpackage : lc3b_types
module mux4 #(parameter width = 16)
(
	input [1:0] sel,
	input [width-1:0] a, b, c, d,
	output logic [width-1:0] f
);
always_comb
begin
	case(sel)
		2'b00 : f = a;
		2'b01 : f = b;
		2'b10 : f = c;
		2'b11 : f = d;
	endcase
end
endmodule : mux4
==> reports/summary.txt <==
mux frac, synth = 90.3%
Hold Path Sink = f[10]
cell family with most CP delay = multiplexers
port bufs = 82
Net Switching = 0.0979 mW
critical path class = input pin to output pin
Top Layout Cells = 64 x dlygate4sd2_1, 16 x mux4_2, 16 x buf_2, 2 x buf_12, 2 x buf_6
Filler cells = 377
Worst Tran Pin Value = 0.113 ns
static leakage = 0.550 nW
Power Dens Cells = 346 nW/µm²
failing checks = setup timing
yosys aoi share = 0%
synth warn = 1
xor+xnor area frac = 0%
Seq share, synth = 0%
f_max = 0.802 GHz
largest net degree at the start of global routing = 9
n_diodes = 0
CP Cell Sequence = buf_12 -> buf_12 -> mux4_2 -> buf_2
DRT Pass-1 Iters = 2
Mapped Area = 424 µm²
simple-gate share of the synthesized area = 0%
CP startpoint kind = input pin
gp weighted congestion = 0.804
Total GRT Usage = 8.27%
core box area = 3420 µm²
Flops = 0
Synth Area in Adders = 0%
# DRC = 0
most used cell, CP = buf_12
non-filler instance count after layout = 148
fin. max-slew vios = 0
Final Hold Viols = 0
Clk pwr share = 0%
vias in the first global route = 793
PnR worst setup slack = -0.247 ns
tool warnings = 35
Logic pwr share = 100.0%
# Post-CTS Setup Buffers = 0
internal cell power = 0.303 mW
Max IR drop VDD = 0.101 mV
Worst EP arrival = 1.05 ns
I/O Pins = 82
most frequent logic cell in the layout = dlygate4sd2_1
CP max stage delay = 0.49 ns
final setup vio count = 16
Synth logic family = multiplexers
die area = 6400 µm²
Storage cell area = 0 µm²
Rows = 21
Final period util = 125%
Die Y = 80 µm
Worst slew margin = 92.4%
Max stage delay cell, worst path = mux4_2
Area Growth Syn to Fin = 173%
hold path start = b[10]
switching share of power = 24.4%
first-pass GRT wire length = 4170 µm
crit end category = output pin
fraction of layout cells with a size suffix above 1 = 36.3%
Post-DRT Antenna Nets = 0
Iter 0 DRT Violations = 2
hold depth = 3
drt total wl = 2730 µm
total global routing overflow = 0
Max Cap Viol = 0
Syn Inst Count = 20
Yosys Instances = 20
Yosys chip area = 424 µm²
die width = 80 µm
Via Count = 599
RSZ-0062 raised after global routing = true
Req. time, crit path = 0.80 ns
Fin Hold WS = 0.885 ns
drt wl/cell = 18.5 µm
Clock Buffer Count = 0
Seq pwr share = 0%
Worst Hold Class = input pin to output pin
crit path max fanout = 8
dpl cells = 147
status = finished, violations left
fp util = 12.4%
synth unique cells = 5
vias per inst = 4.05
CP bufs+invs = 3
initial antenna violation count = 0
Period minus WS final = 1.25 ns
Detail Placement HPWL = 2420 µm
average size of a mapped cell = 21.2 µm²
how the worst max path moves through the flow:
stage	start	endpoint	slack, ns	cells after the start
4_1_cts	sel[0]	f[0]	-0.27	4
6_report	sel[0]	f[0]	-0.25	4
5_1_grt	sel[0]	f[5]	-0.29	4
layer usage:
metal  vias up  track usage [%]  routed length [µm]
met5         -                0                   0
met4         0                0                   0
met3         0             5.34                 473
met2        65             13.2                1110
met1       266             9.73                1150
li1        268                -                   -
synth_stat cells:
| library cell | count | area, µm² |
|---|---|---|
| mux4_1 | 6 | 158 |
| mux4_2 | 10 | 225 |
| buf_6 | 1 | 11.3 |
| buf_2 | 2 | 10.0 |
| buf_12 | 1 | 20.0 |
metrics by stage:
stage               setup slack (ns)  instance area (µm²)  util (%)  setup TNS (ns)  total power [mW]
floorplan                    -0.0880                  433         -          -0.880             0.139
global placement               -1.09                 1300      37.9          -16.81             0.535
detailed placement             -1.12                 1300      37.9          -17.11             0.536
CTS                           -0.268                 1160      33.9           -4.01             0.413
global route                  -0.292                 1160      33.9           -4.44             0.442
finish                        -0.247                 1160      33.9           -3.78             0.401
power by group through the flow:
stage     Clock [mW]  Combinational (mW)  Sequential (mW)
4_1_cts            0               0.413                0
5_1_grt            0               0.442                0
6_report           0               0.401                0
logic make-up (layout without fill, tap and decap cells):
logic type,after synthesis,after routing
buffers and inverters,4,86
multiplexers,16,16
what timing repair did:
action                                  CTS  global route
hold buffers                              0             0
pin swaps                                 0             0
gates cloned                              1             0
gates resized                           131             1
endpoints found under the setup margin   16            16
cell type report:
type | count | area, µm² | share of cell area, %
multi-input cells | 16 | 360 | 31.1
well taps | 46 | 57.6 | 4.97
repair buffers | 86 | 741 | 63.9
Power is estimated from default activity; no workload was simulated.
