===== config.mk =====
export PLATFORM = sky130hd
export DESIGN_NAME = mux8
export DESIGN_NICKNAME = mux8
export VERILOG_FILES = /design/flow/design.v
export SDC_FILE = /design/flow/constraint.sdc
export NUM_CORES = 4
export LEC_CHECK = 1
export CORE_AREA = 10 10 72 72
export DIE_AREA = 0 0 82 82

===== constraint.sdc =====
current_design mux8

set clk_period 2.7
set clk_io_pct 0.2

create_clock -name clk0 -period $clk_period

set non_clock_inputs [all_inputs -no_clocks]
set_input_delay [expr $clk_period * $clk_io_pct] -clock clk0 $non_clock_inputs
set_output_delay [expr $clk_period * $clk_io_pct] -clock clk0 [all_outputs]

===== design.v =====
package lc3b_types;
typedef logic [127:0] lc3b_line;  
typedef logic [8:0]	 lc3b_tag;
typedef logic [3:0]	 lc3b_c_offset;
typedef logic [2:0]	 lc3b_c_index;
typedef logic [15:0] lc3b_word;
typedef logic  [7:0] lc3b_byte;
typedef logic	lc3b_bit;
typedef logic [10:0] lc3b_offset11;
typedef logic  [8:0] lc3b_offset9;
typedef logic  [5:0] lc3b_offset6;
typedef logic	[7:0] lc3b_trap8;
typedef logic	[4:0]	lc3b_imm5;
typedef logic	[3:0] lc3b_imm4;
typedef logic  [2:0] lc3b_reg;
typedef logic [2:0] lc3b_nzp;
typedef logic  [1:0] lc3b_mem_wmask;
typedef enum bit [3:0] {
    op_add  = 4'b0001,
    op_and  = 4'b0101,
    op_br   = 4'b0000,
    op_jmp  = 4'b1100,    
    op_jsr  = 4'b0100,    
    op_ldb  = 4'b0010,
    op_ldi  = 4'b1010,
    op_ldr  = 4'b0110,
    op_lea  = 4'b1110,
    op_not  = 4'b1001,
    op_rti  = 4'b1000,
    op_shf  = 4'b1101,
    op_stb  = 4'b0011,
    op_sti  = 4'b1011,
    op_str  = 4'b0111,
    op_trap = 4'b1111
} lc3b_opcode;
typedef enum bit [3:0] {
    alu_add,
    alu_and,
    alu_not,
    alu_pass,
    alu_sll,
    alu_srl,
    alu_sra
} lc3b_aluop;
endpackage : lc3b_types
module mux8 #(parameter width = 16)
(
	input [2:0] sel,
	input [width-1:0] a, b, c, d, e, f, g, h,
	output logic [width-1:0] z
);
always_comb
begin
	case(sel)
		3'b000 : z = a;
		3'b001 : z = b;
		3'b010 : z = c;
		3'b011 : z = d;
		3'b100 : z = e;
		3'b101 : z = f;
		3'b110 : z = g;
		3'b111 : z = h;
	endcase
end
endmodule : mux8

===== run.sh =====
#!/bin/bash
# OpenROAD 26Q1-2900-gdf79404cd8, Yosys 0.63+post, stock flow scripts
make -C /OpenROAD-flow-scripts/flow DESIGN_CONFIG=/design/flow/config.mk WORK_HOME=/design/flow/orfs finish

==> flow_summary.rst <==
Physical design figures
=======================

.. list-table::
   :header-rows: 1

   * - Metric
     - Value
   * - Status
     - complete, no violations
   * - Number of vias per cell
     - 4.97
   * - Storage element area
     - 0 µm²
   * - Most frequent cells in the layout
     - sky130_fd_sc_hd__clkdlybuf4s50_1, sky130_fd_sc_hd__a22oi_1, sky130_fd_sc_hd__nor2_1
   * - Crit path max fanout
     - 1
   * - Fmax
     - 388 MHz
   * - Hold depth
     - 5
   * - Worst voltage drop across the vdd grid
     - roughly 110 µV
   * - Number of antenna diodes
     - 0
   * - Unique cell types
     - 27
   * - Number of setup violations in the final report
     - 0
   * - DIE HEIGHT
     - 82 µm
   * - Port Buffers
     - 147
   * - Portion of the clock cycle consumed by the worst path in the final layout
     - 0.953
   * - Total placed cells including tap cells
     - 372
   * - Row count
     - 22
   * - Area fraction in full adders, half adders and majority gates
     - 0
   * - Core utilization before placement
     - 0.302
   * - Die Span X
     - 82 µm
   * - Initial antenna violation count
     - 0
   * - CP startpoint kind
     - input pin
   * - Proportion of layout cells with a drive suffix above 1
     - 0.0892
   * - Proportion of synthesized chip area in sequential cells
     - 0
   * - Hold WS
     - around 1.6 ns
   * - Leak pwr
     - 1.10 nW
   * - Area of the die
     - 0.00672 mm²
   * - Data arrival at the endpoint of the critical path
     - 2.03 ns
   * - Wirelength per Cell
     - around 17 µm
   * - Worst hold start
     - sel[0]
   * - Total Routed Length
     - 6.41 mm
   * - RSZ-0062 raised after global routing
     - false
   * - Number of ports placed on the die boundary
     - 147
   * - Relative slew margins
     - 0.828
   * - Max-cap violations
     - 0
   * - Element type at the critical path end
     - primary output
   * - Placer congestion estimate
     - ~0.9
   * - Layout Area Growth over Synthesis
     - 147%
   * - Transition at the pin with the smallest max-transition slack
     - 0.258 ns
   * - Placeable core region
     - roughly 0.0037 mm²
   * - Wire length of the first global-routing pass
     - 9.41 mm
   * - HP Class
     - input pin to primary output
   * - Warnings from Yosys
     - 1
   * - Endpoint with the worst hold slack
     - z[4]
   * - Min Clock Period, post-route
     - 2.57 ns
   * - Crit path DRT
     - 2.16 ns
   * - Pre-antenna DRT Iters
     - 4
   * - Xor and xnor area share after synthesis
     - 0
   * - Via count of the first global-routing pass
     - 1848
   * - Clock buffer count in the final layout
     - 0
   * - Tot GR Track Use
     - 0.176
   * - Number of cells produced by synthesis
     - 177
   * - Most common cell after layout, fill and taps aside
     - sky130_fd_sc_hd__clkdlybuf4s50_1
   * - DRT antenna net count
     - 0
   * - Chip area in the Yosys report
     - 0.00111 mm²
   * - Cell count in the Yosys report
     - between 150 and 200
   * - Number of vias after detailed routing
     - 1855
   * - Crit path kind
     - input pin to primary output
   * - Number of DRC markers after the initial detailed-route iteration
     - roughly 94
   * - DRC Markers
     - 0
   * - Basic-gate share of the synthesized area counting and, or, nand and nor cells
     - 0.329
   * - Mux share
     - 0.145
   * - Synth logic family
     - AND-OR/OR-AND gates
   * - Non-filler cells in the finished layout
     - approximately 370
   * - Count of final max-slew check failures
     - 0
   * - Overall overflow remaining after global route
     - 0
   * - Sequential cell count
     - 0
   * - Power density cells
     - 153 mW/mm²
   * - Core Util, Final
     - 0.747
   * - Tool warning count
     - 33
   * - Compound-Gate Fraction of Synth Area
     - 0.395
   * - DP HPWL
     - 5.46 mm
   * - Fin. Hold Viols
     - 0
   * - Synthesized area
     - 0.00111 mm²
   * - Syn Area/Cell
     - 6.30 µm²
   * - Largest net degree at the start of global routing
     - 27
## synthesized netlist by cell type, types with 3 or more instances
cell	n	area, µm²
sky130_fd_sc_hd__a21oi_1	12	60.1
sky130_fd_sc_hd__a221oi_1	3	26.3
sky130_fd_sc_hd__a22o_1	4	35.0
sky130_fd_sc_hd__a22oi_1	23	173
sky130_fd_sc_hd__a31oi_1	12	75.1
sky130_fd_sc_hd__buf_2	6	30.0
sky130_fd_sc_hd__buf_4	4	30.0
sky130_fd_sc_hd__buf_6	6	67.6
sky130_fd_sc_hd__inv_1	3	11.3
sky130_fd_sc_hd__mux2i_1	15	150
sky130_fd_sc_hd__nand2_1	15	56.3
sky130_fd_sc_hd__nand2b_1	15	93.8
sky130_fd_sc_hd__nand3_1	11	55.1
sky130_fd_sc_hd__nor2_1	20	75.1
sky130_fd_sc_hd__o21ai_0	13	65.1
## power by group
group          internal, mW  switching, mW
sequential                0              0
combinational         0.300          0.121
clock                     0              0
## stage by stage
stage               setup TNS [ns]  worst slack [ns]  power (mW)  cell area (µm²)
finish                           0             0.126       0.420             2760
global route                     0            0.0147       0.459             2760
global placement             -2.64            -0.186       0.415             2700
floorplan                        0             0.791       0.129             1110
CTS                              0            0.0204       0.418             2700
detailed placement           -2.89            -0.200       0.417             2700
## routing by layer
| layer | global-route usage | vias to the layer above | part of all wire |
|---|---|---|---|
| li1 | - | 954 | - |
| met1 | 0.219 | 803 | 0.40 |
| met2 | 0.296 | 96 | 0.46 |
| met3 | 0.0672 | 2 | 0.13 |
| met4 | 0.00680 | 0 | 0.0033 |
| met5 | 0 | - | 0 |
## cell families (layout without fill, tap and decap cells)
group | after synthesis | after routing
and+or+nand+nor | 72 | 72
AOI/OAI and AO/OA | 68 | 68
buffers and inverters | 21 | 169
muxes | 16 | 16
## worst max path at each step
stage / startpoint / end / slack (ns) / cells after the start
4_1_cts: sel[0] / z[3] / 0.02 / 8
5_1_grt: sel[2] / z[6] / 0.01 / 6
6_report: b[7] / z[7] / 0.13 / 6
## critical path, cell delays in order
cell and delay, ns:
sky130_fd_sc_hd__clkdlybuf4s50_1 0.45, sky130_fd_sc_hd__inv_1 0.04, sky130_fd_sc_hd__a221oi_1 0.28, sky130_fd_sc_hd__a21oi_1 0.09, sky130_fd_sc_hd__a21oi_1 0.16, sky130_fd_sc_hd__clkdlybuf4s50_1 0.48
## repair_timing
item / CTS / global route
setup buffers: 0 / 0
hold buffers: 0 / 0
pin swaps: 0 / 4
endpoints found under the setup margin: 16 / 16
gates resized: 2 / 13
cloned: 0 / 1
## cell type report
cell class,count,area (µm²)
repair buffers,166,1700
multi-input cells,156,983
fillers,309,932
well taps,48,60.1
inverters,3,11.3
Power figures rest on the tool's default switching activity, not on a simulated workload.
